$ cat flow/run.sh
#!/bin/bash
# OpenROAD 26Q1-2900-gdf79404cd8, Yosys 0.63+post, stock flow scripts
make -C /OpenROAD-flow-scripts/flow DESIGN_CONFIG=/design/flow/config.mk WORK_HOME=/design/flow/orfs finish
$ cat flow/config.mk
export PLATFORM = sky130hd
export DESIGN_NAME = fp32_adder_sub_comb
export DESIGN_NICKNAME = fp32_adder_sub_comb
export VERILOG_FILES = /design/flow/design.v
export SDC_FILE = /design/flow/constraint.sdc
export NUM_CORES = 4
export LEC_CHECK = 1
export CORE_UTILIZATION = 50
$ cat flow/constraint.sdc
current_design fp32_adder_sub_comb

set clk_period 1.0
set clk_io_pct 0.2

create_clock -name clk0 -period $clk_period [get_ports {clk}]

set non_clock_inputs [all_inputs -no_clocks]
set_input_delay [expr $clk_period * $clk_io_pct] -clock clk0 $non_clock_inputs
set_output_delay [expr $clk_period * $clk_io_pct] -clock clk0 [all_outputs]
$ cat flow/design.v
module fp32_adder_sub_comb(
    input clk,
    input rstn,
    input [31:0] dina,
    input [31:0] dinb,
    input op,
    input valid_in,
    output [31:0] result,
    output valid_out
);
wire sign_a=dina[31];
wire sign_b=dinb[31]^op;
wire[7:0] exp_a=dina[30:23];
wire[7:0] exp_b=dinb[30:23];
wire[23:0] man_a=(dina[30:23]!=0)? {1'b1,dina[22:0]}:{1'b0,dina[22:0]};
wire[23:0] man_b=(dinb[30:23]!=0)? {1'b1,dinb[22:0]}:{1'b0,dinb[22:0]};
wire [7:0] exp_aligned=(exp_a>=exp_b)?exp_a:exp_b;
wire [47:0] man_aligned_a=(exp_a>=exp_b)?{man_a,24'h0}:{man_a,24'h0}>>(exp_b-exp_a);
wire [47:0] man_aligned_b=(exp_a>=exp_b)?{man_b,24'h0}>>(exp_a-exp_b):{man_b,24'h0};
wire [48:0]man_result=(sign_a==sign_b)? ({1'b0,man_aligned_a}+{1'b0,man_aligned_b}):
                      (man_aligned_a>=man_aligned_b)? ({1'b0,man_aligned_a}-{1'b0,man_aligned_b}):
                        ({1'b0,man_aligned_b}-{1'b0,man_aligned_a});
wire [7:0] exp_result=exp_aligned;
wire sign_result=(sign_a==sign_b)?sign_a:
                 (man_aligned_a>=man_aligned_b)? sign_a:sign_b;
wire [5:0] clz;   
    assign clz = (man_result[48]) ? 6'd0  :
        (man_result[47]) ? 6'd1  :
        (man_result[46]) ? 6'd2  :
        (man_result[45]) ? 6'd3  :
        (man_result[44]) ? 6'd4  :
        (man_result[43]) ? 6'd5  :
        (man_result[42]) ? 6'd6  :
        (man_result[41]) ? 6'd7  :
        (man_result[40]) ? 6'd8  :
        (man_result[39]) ? 6'd9  :
        (man_result[38]) ? 6'd10 :
        (man_result[37]) ? 6'd11 :
        (man_result[36]) ? 6'd12 :
        (man_result[35]) ? 6'd13 :
        (man_result[34]) ? 6'd14 :
        (man_result[33]) ? 6'd15 :
        (man_result[32]) ? 6'd16 :
        (man_result[31]) ? 6'd17 :
        (man_result[30]) ? 6'd18 :
        (man_result[29]) ? 6'd19 :
        (man_result[28]) ? 6'd20 :
        (man_result[27]) ? 6'd21 :
        (man_result[26]) ? 6'd22 :
        (man_result[25]) ? 6'd23 :
        (man_result[24]) ? 6'd24 :
        (man_result[23]) ? 6'd25 :
        (man_result[22]) ? 6'd26 :
        (man_result[21]) ? 6'd27 :
        (man_result[20]) ? 6'd28 :
        (man_result[19]) ? 6'd29 :
        (man_result[18]) ? 6'd30 :
        (man_result[17]) ? 6'd31 :
        (man_result[16]) ? 6'd32 :
        (man_result[15]) ? 6'd33 :
        (man_result[14]) ? 6'd34 :
        (man_result[13]) ? 6'd35 :
        (man_result[12]) ? 6'd36 :
        (man_result[11]) ? 6'd37 :
        (man_result[10]) ? 6'd38 :
        (man_result[9])  ? 6'd39 :
        (man_result[8])  ? 6'd40 :
        (man_result[7])  ? 6'd41 :
        (man_result[6])  ? 6'd42 :
        (man_result[5])  ? 6'd43 :
        (man_result[4])  ? 6'd44 :
        (man_result[3])  ? 6'd45 :
        (man_result[2])  ? 6'd46 :
        (man_result[1])  ? 6'd47 :
        (man_result[0])  ? 6'd48 :
        6'd49;   
        wire [7:0] shift_amount;
        wire signed [8:0] exp_adjusted ;
        wire [23:0] mantissa_normalized;
        assign shift_amount = (clz == 6'd0) ? 6'd0 : (clz - 6'd1);
        assign exp_adjusted=(clz==0)?(exp_result+1):(exp_result-{{2{shift_amount[5]}},shift_amount[5:0]});
         assign mantissa_normalized =
        (clz == 6'd0)  ? man_result[47:25] :    
        (clz == 6'd1)  ? man_result[46:24] :    
        (clz == 6'd2)  ? man_result[45:23] :    
        (clz == 6'd3)  ? man_result[44:22] :    
        (clz == 6'd4)  ? man_result[43:21] :    
        (clz == 6'd5)  ? man_result[42:20] :    
        (clz == 6'd6)  ? man_result[41:19] :    
        (clz == 6'd7)  ? man_result[40:18] :
        (clz == 6'd8)  ? man_result[39:17] :
        (clz == 6'd9)  ? man_result[38:16] :
        (clz == 6'd10) ? man_result[37:15] :
        (clz == 6'd11) ? man_result[36:14] :
        (clz == 6'd12) ? man_result[35:13] :
        (clz == 6'd13) ? man_result[34:12] :
        (clz == 6'd14) ? man_result[33:11] :
        (clz == 6'd15) ? man_result[32:10] :
        (clz == 6'd16) ? man_result[31:9]  :
        (clz == 6'd17) ? man_result[30:8]  :
        (clz == 6'd18) ? man_result[29:7]  :
        (clz == 6'd19) ? man_result[28:6]  :
        (clz == 6'd20) ? man_result[27:5]  :
        (clz == 6'd21) ? man_result[26:4]  :
        (clz == 6'd22) ? man_result[25:3]  :
        (clz == 6'd23) ? man_result[24:2]  :
        (clz == 6'd24) ? man_result[23:1]  :
        24'h0;   
        reg[31:0] result_r;
        reg valid_r;
        always @(posedge clk or negedge rstn) begin
        if (!rstn) begin
            result_r <= 32'h0;
            valid_r <= 1'b0;
        end else begin
            valid_r <= valid_in;
            if (man_result == 49'h0 || clz > 6'd24) begin
                result_r <= 32'h0;
            end else if (exp_adjusted <= 8'd0) begin
                result_r <= 32'h0;
            end else if (exp_adjusted >= 9'd255) begin
                result_r <= {sign_result, 8'hFF, 23'h0};
            end else begin
                result_r <= {sign_result, exp_adjusted[7:0], mantissa_normalized[22:0]};
            end
        end
    end
    assign result = result_r;
    assign valid_out = valid_r;
endmodule
==> out/metrics.cfg <==
[global_route]
grt_use_total = 0.8228
grt_max_degree = 66
grt_overflow = 1001
grt_pass1_wl_um = 308600
grt_pass1_vias = 47270

[place]
gp_congestion = 1.287
io_buffer_count = 100
post-dp-hpwl_um = 118800

[floorplan]
die_h_um = 222.9
initial_core_util = 0.5088
fp.dieW_um = 222.9
rows = 80
pin_count = 101

[yosys]
synth_top_area_share = 0.06996
area_leaders = a21oi_1 7.0%, nor2_1 6.4%, ha_1 6.2%
syn_area_sq_um = 24390
synth-cells-yosys = 3855
synth_area_per_cell_sq_um = 6.328
syn_inst = 3855
top_area_cell = a21oi_1
synthTopCellsByCount = 414 x nor2_1, 380 x nand2_1, 341 x a21oi_1
ff_type = dfrtp_1
yosys_area_sq_um = 24390
yosysWarnings = 1
synth-async-reset-ratio = 1.000
ys.flops = 33
seq_area_frac_synth = 0.03385
top_cell = nor2_1
synth-edff-count = 0
yosysUniqueCellTypes = 112

[clock_network]
htreeDepth = 2
cts_root_buf = clkbuf_16
cts.sinks = 33
numCtsBuffers = 5
cts_buffer_depth = 2

[run_status]
stop_error = [ERROR GRT-0116] Global routing finished with congestion. Check the congestion regions in the DRC Viewer.
outcome = did not finish
stop_stage = global routing

## through the flow
stage                     area, sq um  cells  setup slack (ns)    util  hold slack [ns]
after CTS                       41580   6093            -9.181  0.8673          -0.1444
after detailed placement        38710   5939            -10.73  0.8074           0.1705
after global placement          38710   5939            -10.55  0.8074           0.1628
after floorplan                 25590   3855            -8.628       -         -0.09559
## metal layers
layer | GRT overflow | GRT usage
met1 | 186 | 0.8612
met2 | 365 | 0.9487
met3 | 237 | 0.7006
met4 | 182 | 0.7344
met5 | 31 | 0.4477
## repair_timing
action	in CTS
resized	493
hold endpoints to repair	33
pin swaps	159
endpoints found under the setup margin	65
buffers inserted	143
cloned	6
## logic make-up after synthesis
group | after synthesis | synth area share
adder cells (fa/ha/maj) | 124 | 0.06453
AND-OR/OR-AND | 1646 | 0.4715
buffers and inverters | 458 | 0.07632
AND/OR/NAND/NOR | 1438 | 0.2827
XOR/XNOR | 68 | 0.02503
multiplexers | 88 | 0.04601
flip-flops | 33 | 0.03385
