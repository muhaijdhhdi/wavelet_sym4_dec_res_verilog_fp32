==> flow/design.v <==
`timescale 1ns / 1ps
module float_mult_comb(
    input wire clk,
    input wire rst_n,
    input wire [31:0] a,
    input wire [31:0] b,
    input wire valid_in,
    output reg [31:0] result,
    output reg valid_out
    );
    wire sign_a=a[31];
    wire [7:0] exp_a=a[30:23];
    wire [22:0]mant_a=a[22:0];
    wire sign_b=b[31];
    wire [7:0] exp_b=b[30:23];
    wire [22:0] mant_b=b[22:0];
    wire a_is_zero=(exp_a==0)&&(mant_a==0);
    wire b_is_zero=(exp_b==0)&&(mant_b==0);
    wire a_is_inf=(exp_a==8'hff)&&(mant_a==0);
    wire b_is_inf=(exp_b==8'hff)&&(mant_b==0);
    wire a_is_nan=(exp_a==8'hff)&&(mant_a!=0);
    wire b_is_nan=(exp_b==8'hff)&&(mant_b!=0);
    wire sign_res=sign_a^sign_b;
    wire [9:0] exp_temp={2'b00,exp_a}+{2'b00,exp_b}-10'd127;
    wire [23:0] ma_op=(exp_a==0)?24'd0:{1'b0,mant_a};
    wire [23:0] mb_op=(exp_b==0)?24'd0:{1'b0,mant_b};
    wire [47:0] prod_mant=ma_op*mb_op;
    wire norm_shift=prod_mant[47];
    wire [23:0] mant_norm_candidate =norm_shift? prod_mant[47:24]:prod_mant[46:23];
    wire round_bit=norm_shift? prod_mant[23]:prod_mant[22];
    wire sticky_bit=norm_shift? |prod_mant[22:0]:prod_mant[21:0];
    wire [9:0]exp_norm_candidate=norm_shift? (exp_temp+1):exp_temp;
    wire round_up=round_bit&(sticky_bit|mant_norm_candidate[0]);
    wire [24:0] mant_rounded={1'b0,mant_norm_candidate}+round_up;
    wire round_overflow=mant_rounded[24];
    wire [22:0] final_mant= round_overflow? mant_rounded[23:1]:mant_rounded[22:0]; 
    wire [9:0] final_exp=round_overflow? (exp_norm_candidate+1):exp_norm_candidate;
    wire overflow=($signed(final_exp)>=255);
    wire underflow=($signed(final_exp)<=0);
    reg [31:0] next_result;
    always@(*)
        if(a_is_nan||b_is_nan) begin
                next_result={1'b0,8'hff,1'b1,22'd01}; 
            end
        else if(a_is_inf||b_is_inf) begin
                 if((a_is_inf&&b_is_zero)||(a_is_zero&&b_is_inf))  
                    next_result={1'b1,8'hff,1'b1,22'd01}; 
                else
                     next_result={sign_res,8'hff,23'd0};
           end
          else if(overflow) 
            next_result={sign_res,8'hff,23'd0};
           else if(underflow)
                next_result={sign_res,8'd0,23'd0};
           else begin
                next_result={sign_res,final_exp[7:0],final_mant};
            end
    always @(posedge clk or negedge rst_n) begin
        if (!rst_n) begin
            result <= 0;
            valid_out <= 0;
        end else begin
            valid_out <= valid_in;
            if (valid_in) begin
                result <= next_result;
            end
        end
    end
endmodule
==> flow/run.sh <==
#!/bin/bash
# OpenROAD 26Q1-2900-gdf79404cd8, Yosys 0.63+post, stock flow scripts
make -C /OpenROAD-flow-scripts/flow DESIGN_CONFIG=/design/flow/config.mk WORK_HOME=/design/flow/orfs finish
==> flow/config.mk <==
export PLATFORM = sky130hd
export DESIGN_NAME = float_mult_comb
export DESIGN_NICKNAME = float_mult_comb
export VERILOG_FILES = /design/flow/design.v
export SDC_FILE = /design/flow/constraint.sdc
export NUM_CORES = 4
export LEC_CHECK = 1
export CORE_UTILIZATION = 30
==> flow/constraint.sdc <==
current_design float_mult_comb

set clk_period 1.3
set clk_io_pct 0.2

create_clock -name clk0 -period $clk_period [get_ports {clk}]

set non_clock_inputs [all_inputs -no_clocks]
set_input_delay [expr $clk_period * $clk_io_pct] -clock clk0 $non_clock_inputs
set_output_delay [expr $clk_period * $clk_io_pct] -clock clk0 [all_outputs]
==> results.yml <==
# flow metrics
outcome:
  outcome: "finished, violations left"
  violations: "negative setup slack"
hold_path:
  hp-class: "input pin to asynchronous set/reset pin"
clocking:
  root_buffer: "clkbuf_16"
  cts_buffer_depth: 2
  cts_buffers: 5
  cts.sinks: 33
  ctsHoldBuffers: 0
  cts.htree.levels: 2
  path_clk_slew_ns: 0.05
  cts_tree: "built"
  clk_latency_ns: 0.27
critical_path:
  reg2reg_depth: 2
  crit_top_cell: "fa_1"
  slowest_delay_ns: 0.55
  cp.required_ns: 1.45
  regToRegStartpoint: "result[0]"
  worstReg2RegEnd: "result[0]"
  cp_max_fo: 8
  end_kind: "register"
  path_class: "input pin to register"
  critPathLaunchType: "input pin"
  cp_slowest_cell: "fa_1"
  ff2ff_setup_slack_ns: 0.47
  worstPathArrival_ns: 7.94
final_layout:
  logic_area_um2: 18600
  final_cells: 3829
  regArea_um2: 826
  drive_gt1_frac: 0.323
  area_growth_pct: 43.8
  nFillCells: 6197
logic_synthesis:
  top_area_frac: 0.441
  syn_avg_cell_area_um2: 8.28
  yosys_most_used_dff: "dfrtp_1"
  synth-warning-count: 1
  async_reset_ff_frac: 1.00
  edf_count: 0
  synthCells: 2402
  ys_ff: 33
  yosys_area_um2: 19900
  synth_cell_types: 75
  yosysTopAreaCell: "fa_1"
  postSynthSeqShare: 0.0415
  netlist_top_cells_area: "fa_1, ha_1, inv_1, nand2_1, nor2_1"
  syn_area_um2: 19900
  yosys_cells: 2402
routing:
  wl_per_cell_um: 17.6
  final_antenna_net_count: 0
  finalWirelength_mm: 67.4
  vias: 17717
  drt_iter0_markers: 680
  firstDrtPassIters: 5
  drcViolationCount: 0
  avgViaCountPerCell: 4.63
timing:
  drv_slew: 0
  worst_slack_ns: -6.49
  rsz0062_at_grt: "yes"
  finalCriticalPeriod_ns: 7.79
  setup_viol: 32
  fin_hold_ws_ns: 0.349
  fmax_ghz: 0.128
  fin_crit_sh: 5.99
  worstMarginPinSlew_ns: 0.522
  clock_skew_ns: 0
  finalHoldViolations: 0
  max_slew_margin: 0.650
floorplanning:
  core_um2: 65600
  io_pins: 100
  dieArea_um2: 67300
  fp_util: 0.303
  die_h_um: 259
  num_rows: 94
  die_w_um: 259
place:
  place_inst: 3735
  port_buffers: 99
  hpwlAfterDp_mm: 58.6
  gp_congestion: 1.01
global_routing:
  grt_max_degree: 34
  grt_usage: 0.219
  grt_pass1_wl_mm: 108
  antenna_found_initial: 2
  grt_overflow_total: 0
  grt_pass1_vias: 19082
run:
  warnings: 28
  cap_violations: 0
[metal layers]
| metal | vias up | track usage | share of wire | wire length (µm) |
|---|---|---|---|---|
| met3 | 81 | 0.115 | 0.13 | 8760 |
| met5 | - | 0.00712 | 0.0014 | 94 |
| met1 | 8586 | 0.309 | 0.42 | 28600 |
| met2 | 665 | 0.313 | 0.43 | 28700 |
| li1 | 8379 | - | - | - |
| met4 | 6 | 0.0284 | 0.018 | 1190 |
[worst max-delay path by stage]
stage	from	endpoint	slack, ns	cells past startpoint
4_1_cts	b[30]	result[22]	-6.41	31
5_1_grt	b[29]	result[20]	-6.75	33
6_report	b[29]	result[20]	-6.49	33
[cell usage after synthesis (6+ instances only)]
cell      instances
and2_1           48
dfrtp_1          33
nand3_1          18
nor4_1           16
a211oi_1          9
xnor2_1          30
ha_1            185
o22ai_1          24
xor2_1           16
and3_1            8
nor2_1          258
nand2_1         409
nor2b_1           6
a21o_1           12
fa_1            438
clkbuf_1        102
inv_1           542
nand4_1          21
o21ai_0          34
a21oi_1          57
a31oi_1           6
or3_1             6
o22a_1            6
nor3_1           13
[layout by cell type, fill, tap and decap left out, types with 21 or more instances in the layout]
cell type,synthesis,routed
buf_6,0,53
nand2_1,409,349
dlygate4sd2_1,0,66
nand4_1,21,21
a21oi_2,0,23
nor2_1,258,236
a21oi_1,57,30
buf_4,0,467
inv_2,0,33
fa_1,438,404
fa_2,0,34
dfrtp_1,33,33
ha_1,185,152
buf_12,0,37
o22ai_1,24,22
ha_4,0,30
inv_1,542,509
and2_4,0,26
nand2_2,0,32
[registers in the layout, summed over array words and instances (netlist names)]
register,count
result,32
valid_out,1
[cell families after synthesis]
| group | Yosys count | synth area share |
|---|---|---|
| AOI/OAI and AO/OA | 202 | 0.0683 |
| xor gates and xnor gates | 48 | 0.0219 |
| adders and majority gates | 623 | 0.557 |
| buffers and inverters | 649 | 0.123 |
| DFF | 33 | 0.0415 |
| muxes | 8 | 0.00440 |
| and+or+nand+nor | 839 | 0.184 |
[layout make-up]
type                            count  area share
Antenna cell                        1   0.0000875
Timing Repair Buffer              660       0.205
Clock buffer                        7     0.00534
Sequential cell                    33      0.0289
Multi-Input combinational cell   1721       0.652
Clock inverter                      1    0.000175
Tap cell                          864      0.0378
Inverter                          542      0.0711
[critical path: cells and delay by family]
kind,cells,cell delay [ns]
adder cells (fa/ha/maj),8,3.96
buffers and inverters,12,1.34
XOR/XNOR,2,0.31
AND/OR/NAND/NOR,9,1.73
AND-OR/OR-AND,2,0.29
[metrics by stage]
stage	utilization	setup WS, ns	instance area, µm²	TNS (ns)
after global routing	0.436	-6.75	28600	-161.99
after global placement	0.396	-7.40	26000	-184.37
after detailed placement	0.396	-7.36	26000	-183.37
final	0.436	-6.49	28600	-154.51
after CTS	0.422	-6.41	27700	-153.96
after floorplan	-	-6.20	20700	-145.15
[what timing repair did]
item,in CTS,in global routing
setup buffers,60,30
setup endpoints to repair,65,32
gates cloned,4,0
resized,413,190
pin swaps,142,129
